==> flow/design.v <==
module morse(SW, CLOCK_50, LEDR, LEDG);
	input [0:8] SW;  
	input CLOCK_50;  
	output reg [0:17] LEDR;	 
	output reg [0:7] LEDG;	 
	parameter meioSeg = 5000000;
	parameter umSeg = 25000000;
	parameter umSegEMeio = 50000000;
	parameter [0:17] ligarLeds = 18'b111111111111111111;
	parameter [0:17] desligarLeds = 18'b000000000000000000;
	parameter [0:17] fimExecucao = 18'b110011001101101100;
	parameter [0:17] standby1 = 18'b101010101010101010;
	parameter [0:17] standby2 = 18'b010101010101010101;
	parameter [0:7] sucesso = 8'b11111111;
	parameter [0:7] standbyg1 = 8'b10101010;
	parameter [0:7] standbyg2 = 8'b01010101;
	parameter indexInicial = 3'b000;
	reg [0:25] contadorSegundos;  
	reg [0:4] morse;  
	reg [0:2] tamanho;  
	reg standby = 0;  
	reg sinal = 0;  
	integer indexAtual = indexInicial;
	integer delay = meioSeg;
	always @(SW[8])
	begin
		if (SW[8] == 1'b1) begin
			morse <= SW[0:4];
			tamanho <= SW[5:7];
		end else begin
			morse <= 5'b00000;
			tamanho <= 3'b000;
		end
	end
	always @(posedge CLOCK_50)
	begin
		if (SW[8] == 1'b1) begin  
			if (indexAtual <= tamanho) begin
				if (contadorSegundos < delay) begin
					contadorSegundos <= contadorSegundos + 1;		
				end else begin
					if (sinal == 1) begin
						if (morse[indexAtual] == 0) begin
							delay <= meioSeg;
							LEDG[0:7] = 8'b10000000;
						end else if (morse[indexAtual] == 1) begin
							delay <= umSegEMeio;
							LEDG[0:7] = 8'b11000000;
						end
						indexAtual = indexAtual + 1;
						LEDR <= ligarLeds;
						contadorSegundos <= 0;
						sinal <= ~sinal;
					end else begin
						delay = 50000000;
						LEDR <= desligarLeds;
						contadorSegundos <= 0;
						sinal <= ~sinal;				
					end			
				end
			end else begin 
				LEDR <= desligarLeds;
				LEDG <= sucesso;
			end
		end else begin  
			indexAtual <= 3'b000;
			if (contadorSegundos < meioSeg) begin
				contadorSegundos <= contadorSegundos + 1;		
			end else begin
				if (standby == 1) begin
					LEDR <= standby1;
					LEDG <=standbyg1;
					contadorSegundos <= 0;
					standby <= ~standby;
				end else begin
					LEDR <= standby2;
					LEDG <=standbyg2;
					contadorSegundos <= 0;
					standby <= ~standby;				
				end			
			end
		end
	end
endmodule
==> flow/run.sh <==
#!/bin/bash
# OpenROAD 26Q1-2900-gdf79404cd8, Yosys 0.63+post, stock flow scripts
make -C /OpenROAD-flow-scripts/flow DESIGN_CONFIG=/design/flow/config.mk WORK_HOME=/design/flow/orfs finish
==> flow/config.mk <==
export PLATFORM = sky130hd
export DESIGN_NAME = morse
export DESIGN_NICKNAME = morse
export VERILOG_FILES = /design/flow/design.v
export SDC_FILE = /design/flow/constraint.sdc
export NUM_CORES = 4
export LEC_CHECK = 1
export CORE_UTILIZATION = 40
==> flow/constraint.sdc <==
current_design morse

set clk_period 3.4
set clk_io_pct 0.2

create_clock -name clk0 -period $clk_period [get_ports {CLOCK_50}]

set non_clock_inputs [all_inputs -no_clocks]
set_input_delay [expr $clk_period * $clk_io_pct] -clock clk0 $non_clock_inputs
set_output_delay [expr $clk_period * $clk_io_pct] -clock clk0 [all_outputs]
==> git commit body <==
Update PnR metrics after Yosys + OpenROAD run

- Status: complete, no violations
- Post-layout period usage of the worst path: 0.827
- Via count of the first global-routing pass: 2248
- Core Util at FP: 0.421
* Part of the total power dissipated in the clock network: 0.197
- The share of synthesized area in the top cell type comes to 0.308.
- The net switching power in the latest report is 1010 µW.
* Yosys cell count: 343
- Counting instances, the worst hold path has a depth of 1.
* Origin of the worst min-delay path: indexAtual[27]
* Distinct lib cells used: 46
- The worst-case IR drop observed on VDD is 0.000305 V.
* TritonCTS clock tree: done
- The area recorded from the Yosys report for this design is 3510 µm².
* All-Layer GR Usage: 0.150
- Per the detail_route report, vias per standard cell equal 4.83.
- Arrival time reported for the critical path endpoint: 2.83 ns
- Commonest non-fill, non-tap cell in the layout: nor2_1
* I/O Buffers: 35
* TritonRoute pass-1 iters: 4
* Setup crit start kind: input pin
- Crit Reg-Reg Endpoint: contadorSegundos[12]
- Largest area contributor in the netlist: edfxtp_1
* Largest incremental delay on the critical path: 0.55 ns
- Detailed placement ended at an HPWL of 4080 µm.
* P_int: 2000 µW
- The skew report gives the latency at the later pin of the worst-skew pair as 0.33 ns.
* Cell with the largest stage delay on the worst path: clkdlybuf4s50_1
- The script computed the net switching share of total power as 0.336.
- The number of warnings reported in the stage logs is 26.
* Die outline width: 95.7 µm
* Synth Cell Area: 3510 µm²
- From the final report, the count of setup violators was given as 0.
* Pre-CTS setup slack: 0.254 ns
- Yosys reported that registers with async set or reset make up 0.
- The floorplan step defined a core boundary enclosing 8340 µm².
- The power report attributes to the sequential group a share of 0.467.
- Counting flops with a built-in enable in the synthesized netlist gives 36.
* Remaining antenna violation count: 0
- According to the floorplan log, the row count is 33.
- Buffer cell driving the clock tree root: clkbuf_8
* Clock slew seen by the registers of the worst setup and hold paths: 0.07 ns
- Worst-margin pin slew: 0.691 ns
- In this run, synthesis produced a sequential element count of 68.
* Share of layout cells above drive strength 1: 0.0782
- Crit-path max FO: 7
- Of the total power, combinational logic draws 0.336.
* Worst hold slack after final layout: 0.461 ns
* Reported max-cap violation count: 0
- Endpoint with the worst hold slack: indexAtual[27]
- In this run the post-CTS setup repair buffer count came out at 0.
- The final layout report lists a filler cell count of 779.
* Via count: 2300
- According to the I/O placement log, the pin count is 36.
- Synthesized instance count: 343
* Final GP Congestion: 0.765
- Final period demand of the worst path: 2.81 ns
- Wire per inst: 12.3 µm
- In this run, post-CTS repair resized a total of 0 instances.
- The first global-routing pass estimated 10400 µm of wire.
- Buffering stage count on the worst path with inverters included: 1
- Cells along the critical path: clkdlybuf4s50_1, nand2_1, ha_1, nor2b_1, o21ai_0, a32oi_1, or3_1, or2_1, nor2_1
- In this run, CTS created clock tree buffers numbering 9.
* Commonest cells after routing, fill and taps aside: nor2_1 (39), edfxtp_1 (36), clkdlybuf4s50_1 (35)
- Sequential-to-total area share from yosys stat: 0.491
- After synthesis, the cell types taking the most area are edfxtp_1 (31%), dfxtp_1 (18%), ha_1 (6.8%).
* Maximum clock path buffer count: 2
- Register-to-register setup slack: 0.86 ns
- Worst min-delay path category: flip-flop to flip-flop
* Top delay family on crit path: simple AND/OR/NAND/NOR gates
* Final Hold Violation Tally: 0
- Summed over all failing endpoints, the final setup total negative slack is 0 ns.
- For this run, the leading register cell type out of synthesis is edfxtp_1.
- The synthesis report lists the Yosys warning total as 1.
- Per the post-synthesis stats, the area per cell is 10.2 µm².
* Worst setup path class: input pin to flip-flop
- Drt drc: 0
* Number of H-tree branching levels: 3
* Remaining global-route overflow: 0
- Clock net sink count: 68
- Maximum number of pins on one net before global-route repair: 34
* Antenna violations before repair: 0
* Total Routed Length: 5850 µm
* Final count of pins violating max slew: 0
- According to the timing report, the data required time at the worst endpoint equals 3.42 ns.
- Per the slew report, the remaining headroom to the max-slew limit stands at 0.537.
- Measured in cells, the most critical reg-to-reg path has a length of 8.
- Height of the chip: 95.7 µm
- Worst setup EP type: flip-flop
- Number of DRC markers in iteration 0: 76
* P per Cell Area: 748 nW/µm²
- Relative to the synthesized area, the layout overhead comes to 14.9%.
* Utilization after layout: 0.483
* Total die area: 9150 µm²
* Count of hold-fix buffers inserted at cts: 0
- STA lists the startpoint of the worst register-to-register path as delay[23].
* Final clock skew: 0.00619 ns
- Setup slack on the critical path of the routed design comes to 0.589 ns.
- RSZ-0062 raised after global routing: false
- In this run the static leakage power is 0.00157 µW.
- Based on the critical path, the design can be clocked at up to 0.356 GHz.
- Antenna diode count: 0
## flip-flops by register name (all words and copies together), names as in the netlist
signal,count
sinal,1
standby,1
LEDR,2
indexAtual,32
LEDG,4
contadorSegundos,26
delay,2
## logic make-up after synthesis
group | after synthesis | share of synthesized area
and+or+nand+nor | 153 | 0.232
AOI/OAI and AO/OA | 34 | 0.0688
muxes | 5 | 0.0143
buffers and inverters | 39 | 0.0642
adders and majority gates | 19 | 0.0678
xor gates and xnor gates | 25 | 0.0624
DFF | 68 | 0.491
## routing by layer
| layer | GRT usage | vias to the layer above | share of wire |
|---|---|---|---|
| met4 | 0.0149 | 0 | 0.0085 |
| met2 | 0.232 | 51 | 0.43 |
| met3 | 0.0357 | 5 | 0.044 |
| met1 | 0.234 | 1014 | 0.52 |
| met5 | 0 | - | 0 |
| li1 | - | 1230 | - |
## how the worst max path moves through the flow
| stage | to | start | depth (start not counted) |
|---|---|---|---|
| global route | delay[23] | SW[8] | 9 |
| finish | delay[23] | SW[8] | 9 |
| CTS | delay[23] | SW[8] | 9 |
## synthesized netlist by cell type (2+ instances only)
cell type,number
o21ai_0,6
a211o_1,2
xnor2_1,8
a21oi_1,9
o21ai_1,2
nand3_1,14
ha_1,19
and4_1,2
and3_1,4
edfxtp_1,36
buf_4,20
a211oi_1,3
o211ai_1,2
nand2_1,29
dfxtp_1,32
or3_1,2
nor2_1,39
nand4_1,7
clkbuf_1,4
mux2i_1,5
nor2b_1,3
xor2_1,17
nor3_2,4
nor4_1,6
inv_1,11
and2_1,29
buf_2,3
nor3_1,5
nand2b_1,3
## cell type report
cell class / instances / area, µm² / area share
multi-input combinational: 236 / 1560 / 0.387
clock inverter: 4 / 22.5 / 0.00559
inverter: 12 / 45.0 / 0.0112
sequential: 68 / 1720 / 0.427
tap: 105 / 131 / 0.0326
clock buffer: 12 / 155 / 0.0385
timing repair buffer: 39 / 393 / 0.0975
## power groups by stage
stage     Combinational, µW  Sequential, µW  Clock, µW
6_report               1010            1410        593
5_1_grt                1170            1450        663
4_1_cts                1030            1410        622
## metrics by stage
stage / std cells / power (µW) / instance area [µm²]
2_1_floorplan: 343 / 2130 / 3510
3_3_place_gp: 460 / 2440 / 3850
3_5_place_dp: 460 / 2450 / 3850
4_1_cts: 476 / 3060 / 4030
5_1_grt: 476 / 3290 / 4030
6_report: 476 / 3010 / 4030
Power and IR drop assume default switching activity.
